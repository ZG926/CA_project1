`flow/design.v`:
```
module Forwarding_Unit(
	EX_Rs1_i,
	EX_Rs2_i,
	MEM_RegWrite_i,
	MEM_Rd_i,
	WB_RegWrite_i,
	WB_Rd_i,
	Forward_A_o,
	Forward_B_o
);
input [4:0] EX_Rs1_i;
input [4:0] EX_Rs2_i;
input 		MEM_RegWrite_i;
input [4:0] MEM_Rd_i;
input 		WB_RegWrite_i;
input [4:0] WB_Rd_i;
output [1:0] Forward_A_o;
output [1:0] Forward_B_o;
reg 		flag_A;
reg 		flag_B;
reg [1:0] Forward_A_result;
reg [1:0] Forward_B_result;
assign Forward_A_o = Forward_A_result;
assign Forward_B_o = Forward_B_result;
always @(EX_Rs1_i or EX_Rs2_i or MEM_RegWrite_i or MEM_Rd_i or WB_Rd_i or WB_RegWrite_i) begin
	Forward_A_result = 2'b00;
	Forward_B_result = 2'b00;
	flag_A = 1'b0;
	flag_B = 1'b0;
	if(MEM_RegWrite_i && (MEM_Rd_i != 0) && (EX_Rs1_i == MEM_Rd_i)) begin
		Forward_A_result = 2'b10;
		flag_A = 1'b1;
	end	
	if(MEM_RegWrite_i && (MEM_Rd_i != 0) && (EX_Rs2_i == MEM_Rd_i)) begin
		Forward_B_result = 2'b10;
		flag_B = 1'b1;
	end	
	if(WB_RegWrite_i && (WB_Rd_i != 0) && (flag_A == 0) && (EX_Rs1_i == WB_Rd_i)) begin
		Forward_A_result = 2'b01;
	end
	if(WB_RegWrite_i && (WB_Rd_i != 0) && (flag_B == 0) && (EX_Rs2_i == WB_Rd_i)) begin
		Forward_B_result = 2'b01;
	end
end
endmodule
```
`flow/constraint.sdc`:
```
current_design Forwarding_Unit

set clk_period 1.8
set clk_io_pct 0.2

create_clock -name clk0 -period $clk_period

set non_clock_inputs [all_inputs -no_clocks]
set_input_delay [expr $clk_period * $clk_io_pct] -clock clk0 $non_clock_inputs
set_output_delay [expr $clk_period * $clk_io_pct] -clock clk0 [all_outputs]
```
`flow/config.mk`:
```
export PLATFORM = sky130hd
export DESIGN_NAME = Forwarding_Unit
export DESIGN_NICKNAME = Forwarding_Unit
export VERILOG_FILES = /design/flow/design.v
export SDC_FILE = /design/flow/constraint.sdc
export NUM_CORES = 4
export LEC_CHECK = 1
export CORE_AREA = 10 10 70 70
export DIE_AREA = 0 0 80 80
```
`flow/run.sh`:
```
#!/bin/bash
# OpenROAD 26Q1-2900-gdf79404cd8, Yosys 0.63+post, stock flow scripts
make -C /OpenROAD-flow-scripts/flow DESIGN_CONFIG=/design/flow/config.mk WORK_HOME=/design/flow/orfs finish
```
==> results.json <==
{
  "top_cell": "xnor2_1",
  "leakage_uw": 0.000286,
  "syn_area_um2": 270,
  "ant_nets": 0,
  "postCtsSetupBuffers": 0,
  "hold_viol": 0,
  "cp_num_buf_inv": 2,
  "first_global_vias": 410,
  "period_used_share": 1.07,
  "initCoreUtil": 0.0791,
  "core_um2": 3420,
  "drt_pre_antenna_iters": 2,
  "io_pins": 26,
  "critical_path_class": "in -> out",
  "die_w_um": 80,
  "worstSetupStartpoint": "WB_Rd_i[3]",
  "cp_num_cells": 5,
  "clkbuf_count": 0,
  "postLayoutCoreUtil": 0.211,
  "hp-class": "in -> out",
  "antenna_found_initial": 0,
  "dp_hpwl_um": 1170,
  "crit_family": "simple AND/OR/NAND/NOR gates",
  "grt_max_degree": 4,
  "startpoint_type": "primary input",
  "dr_total_vias": 393,
  "seq_area_frac_synth": 0,
  "post-route-min-period_ns": 1.93,
  "vias_per_cell": 3.28,
  "cp_max_fo": 2,
  "ff_count": 0,
  "grtUsageTotal": 0.0369,
  "power_density_nw_per_um2": 208,
  "violations": "setup timing",
  "drv_cap": 0,
  "status": "complete, but fails checks",
  "tightest_slew_ns": 0.240,
  "dp_cells": 120,
  "gp_congestion": 0.805,
  "setup_violations": 2,
  "drive_above_1_share": 0.432,
  "critical-path-max-stage-delay_ns": 0.45,
  "synthTopCellsByCount": "xnor2_1 (16), xor2_1 (4)",
  "yosysUniqueCellTypes": 10,
  "whs_path_depth": 5,
  "chip_area_um2": 6400,
  "port_buffers": 26,
  "crit_path_cell_trace": "clkdlybuf4s50_1, or4_1, nor2_2, nor4_2, buf_2",
  "top_cell_area_share": 0.519,
  "die_h_um": 80,
  "cp.arrival_ns": 1.57,
  "slowest_stage": "clkdlybuf4s50_1",
  "netlist.top_cell.by_area": "xnor2_1",
  "drt_iter0_markers": 1,
  "wl_per_cell_um": 11.0,
  "syn_to_final_growth_pct": 167,
  "pre_cts_ws_ns": -0.904,
  "grt_overflow": 0,
  "drt-total-wl_um": 1320,
  "finalWorstSetupSlack_ns": -0.130,
  "diodes": 0,
  "slew_viol_final": 0,
  "instances_no_fill": 120,
  "peakVddDrop_v": 0.0000375,
  "yosysWarnings": 1,
  "topCellsByArea": "xnor2_1 (52%), xor2_1 (13%), nor4_2 (9.3%)",
  "required_ns": 1.44,
  "rows": 21,
  "max_freq_mhz": 518,
  "ff_latch_area_um2": 0,
  "drc": 0,
  "synth_cells": 34,
  "cp-end-kind": "output port",
  "slew_headroom": 0.838,
  "yosys_area_um2": 270,
  "yosysCellCount": 34,
  "cp-endpoint": "Forward_A_o[0]",
  "warning_count": 34,
  "avgSynthCellArea_um2": 7.95,
  "rsz0062_at_grt": "yes",
  "grt_pass1_wl_um": 1930
}
## cell type report
class	instances	area, um2
fillers	378	2690
multi-input cells	34	334
repair buffers	40	330
well taps	46	57.6
## how the worst min path moves through the flow
| stage | startpoint | end | slack (ns) |
|---|---|---|---|
| finish | EX_Rs1_i[1] | Forward_A_o[0] | 1.15 |
| global route | EX_Rs1_i[1] | Forward_A_o[0] | 1.18 |
| CTS | MEM_Rd_i[3] | Forward_A_o[1] | 1.22 |
## report_power, final
part / switching [uW] / leakage, uW / internal (uW) / total, uW
clock: 0 / 0 / 0 / 0
combinational: 61.3 / 0.000286 / 88.9 / 150
sequential: 0 / 0 / 0 / 0
## cell families (layout without fill, tap and decap cells)
| group | count (synthesis) | count (layout) | share of synthesized area |
|---|---|---|---|
| xor+xnor | 20 | 20 | 0.648 |
| buf+inv | 0 | 40 | 0 |
| simple gates | 13 | 13 | 0.319 |
| compound gates | 1 | 1 | 0.0324 |
## tightest hold or removal path: stages
cell and delay, ns:
dlymetal6s2s_1 0.14, xnor2_1 0.08, nand2_1 0.06, nor4_2 0.04
buf_2 0.10
## layout by cell type (no fill, tap or decap), drive strengths merged
master,instances
buf,21
xnor2,16
dlygate4sd2,8
clkdlybuf4s50,6
xor2,4
clkdlybuf4s15,4
nor4,4
nand2,2
nand4,2
or4,2
nand3,2
o21ai,1
nor2,1
dlymetal6s2s,1
## through the flow
step | area, um2 | hold slack (ns) | setup TNS (ns) | power, uW
finish | 722 | 1.15 | -0.259 | 150
global route | 722 | 1.18 | -0.428 | 161
CTS | 697 | 1.22 | -0.337 | 146
detailed placement | 693 | 1.70 | -3.18 | 144
global placement | 693 | 1.70 | -3.11 | 144
floorplan | 270 | 0.809 | 0 | 46.5
## what timing repair did
action | 4_1_cts | 5_1_grt
endpoints found under the setup margin | 4 | 4
resized | 47 | 6
hold buffers | 0 | 0
pin swaps | 11 | 5
endpoints found under the hold margin | 0 | 0
## metal layers
| metal | part of all wire | up-vias | global-route usage | routed length (um) |
|---|---|---|---|---|
| met5 | 0 | - | 0 | 0 |
| met2 | 0.47 | 19 | 0.0706 | 625 |
| met4 | 0 | 0 | 0 | 0 |
| met3 | 0.12 | 0 | 0.0136 | 164 |
| met1 | 0.40 | 171 | 0.0396 | 527 |
| li1 | - | 203 | - | - |
Power figures rest on the tool's default switching activity, not on a simulated workload.
