--- run.sh ---
#!/bin/bash
# OpenROAD 26Q1-2900-gdf79404cd8, Yosys 0.63+post, stock flow scripts
make -C /OpenROAD-flow-scripts/flow DESIGN_CONFIG=/design/flow/config.mk WORK_HOME=/design/flow/orfs finish
--- config.mk ---
export PLATFORM = sky130hd
export DESIGN_NAME = Hazard_Detection
export DESIGN_NICKNAME = Hazard_Detection
export VERILOG_FILES = /design/flow/design.v
export SDC_FILE = /design/flow/constraint.sdc
export NUM_CORES = 4
export LEC_CHECK = 1
export CORE_AREA = 10 10 70 70
export DIE_AREA = 0 0 80 80
--- constraint.sdc ---
current_design Hazard_Detection

set clk_period 2.1
set clk_io_pct 0.2

create_clock -name clk0 -period $clk_period

set non_clock_inputs [all_inputs -no_clocks]
set_input_delay [expr $clk_period * $clk_io_pct] -clock clk0 $non_clock_inputs
set_output_delay [expr $clk_period * $clk_io_pct] -clock clk0 [all_outputs]
--- design.v ---
module Hazard_Detection
(
    RS1addr_i,
    RS2addr_i,
    MemRead_i, 
    RdAddr_i,
    PCWrite_o,
    Stall_o,
    NoOp_o
);
input   [4:0]       RS1addr_i;
input   [4:0]       RS2addr_i;
input MemRead_i;
input [4:0] RdAddr_i;
output PCWrite_o;
output Stall_o;
output NoOp_o;
reg PCWrite_o;
reg Stall_o;
reg NoOp_o;
always @(RS1addr_i or RS2addr_i or MemRead_i or RdAddr_i)
begin
	if (MemRead_i) begin
		if (RdAddr_i == RS1addr_i)begin
			PCWrite_o <= 0;
			Stall_o <= 1;
			NoOp_o <= 1;
		end
		else if (RdAddr_i == RS2addr_i) begin
			PCWrite_o <= 0;
			Stall_o <= 1;
			NoOp_o <= 1;
		end
		else begin
			PCWrite_o <= 1;
			Stall_o <= 0;
			NoOp_o <= 0;
		end
	end
	else begin
		PCWrite_o <= 1;
		Stall_o <= 0;
		NoOp_o <= 0;
	end
end
endmodule
==> impl_summary.log <==
[flow] final metrics
[metrics] site row count: 21
[metrics] delay of the slowest critical-path stage: 0.47 ns
[metrics] DRC violations left: 0
[metrics] share of layout cells above drive strength 1: 0.211
[metrics] number of antenna violations at the first check in global routing: 0
[metrics] routed vias: 200
[metrics] ratio of final minimum period to clock period: 0.942
[metrics] mean post-synth cell area: 7.65 sq um
[metrics] worst-path cell chain: clkdlybuf4s50_1, xnor2_1, nand4_1, o22a_1, dlygate4sd2_1
[metrics] vias in the first global route: 239
[metrics] chip footprint: 0.00640 sq mm
[metrics] pins over their slew limit: 0
[metrics] biggest fanout along the worst timing path: 2
[metrics] Post-Syn Instances: 17
[metrics] drt total wl: 739 um
[metrics] vias per inst: 2.38
[metrics] global router's overall resource usage: 0.0208
[metrics] maximum number of pins on one net before global-route repair: 3
[metrics] initial cell density of the core: 0.0381
[metrics] max capacitance violation total: 0
[metrics] post-DR wirelength/cell: 8.80 um
[metrics] Worst Path Buf+Inv: 2
[metrics] Crit. Startpoint: RS1addr_i[2]
[metrics] tool warnings: 32
[metrics] flip-flop and latch count: 0
[metrics] Post-CTS Hold Buffers: 0
[metrics] filler instances: 394
[metrics] mapped cell area: 130 sq um
[metrics] overflow left after global routing: 0
[metrics] power density over the cells: 166 mW/mm^2
[metrics] ranking of synthesized cells by area: sky130_fd_sc_hd__xnor2_1 (67%), sky130_fd_sc_hd__nand4_1 (9.6%), sky130_fd_sc_hd__o22a_1 (6.7%)
[metrics] drt pass-1 iters: 2
[metrics] HP Start: RdAddr_i[0]
[metrics] number of buffers added on ports: 19
[metrics] share of synthesized area occupied by flip-flops and latches: 0
[metrics] worst hold slack across all endpoints: 1.46 ns
[metrics] critical setup path kind: input pin to output port
[metrics] Yosys top cell area share: 0.673
[metrics] Worst Setup End Kind: output port
[metrics] slowest cell on the critical path: sky130_fd_sc_hd__clkdlybuf4s50_1
[metrics] number of diodes: 0
[metrics] die y size: 80 um
[metrics] # setup viols final: 0
[metrics] distinct cell type count after synthesis: 6
[metrics] Syn-to-layout area delta: 205%
[metrics] core box area: 0.00342 sq mm
[metrics] Leakage Power: 0.142 nW
[metrics] PnR Total Power: 0.0660 mW
[metrics] setup repair after global routing missed its margin: false
[metrics] worst supply voltage drop on vdd: 0.0000162 V
[metrics] run status: completed
[metrics] Logic area: 151 sq um
[metrics] arrival time of data at the critical path endpoint: 1.56 ns
[metrics] class of the worst hold path: input pin to output port
[metrics] Final Wtd Congestion: 0.773
[metrics] synthesized chip area reported by yosys: 130 sq um
[metrics] dominant cell by count in the synthesized netlist: sky130_fd_sc_hd__xnor2_1
[metrics] Least-Margin Pin Slew: 0.184 ns
[metrics] Worst slew margin: 0.877
[metrics] final-report hold violation count: 0
[metrics] yosys stat cell total: 17
[metrics] post-synthesis cell type with the largest combined area: sky130_fd_sc_hd__xnor2_1
[metrics] Layout clock buffers: 0
[metrics] share of the core filled with cells: 0.116
[metrics] fmax: 0.505 GHz
[metrics] most common library cells after synthesis: sky130_fd_sc_hd__xnor2_1 (10), sky130_fd_sc_hd__nand2_1 (2), sky130_fd_sc_hd__nand4_1 (2)
[metrics] first-pass GRT wire length: 1080 um
[metrics] number of violations reported at the end of detailed-routing iteration 0: 1
[metrics] final antenna-violating net count: 0
[metrics] family of cells with the greatest summed delay on the critical path: buffers and inverters
[metrics] IO Count: 19
[metrics] startpoint class of the critical path: input pin
[metrics] min Tclk post-route: 1.98 ns
[metrics] Syn. warnings: 1
[metrics] width of the die: 80 um
[metrics] Register Area: 0 sq um
[metrics] required time of the worst setup path: 1.68 ns
[final timing paths]
path        end  slack (ns)  cells past startpoint
max   PCWrite_o        0.12                      5
min     Stall_o        1.46                      5
[placed cells by master (no fill, tap or decap)]
cell type	n
sky130_fd_sc_hd__o22a_1	1
sky130_fd_sc_hd__nand4_1	2
sky130_fd_sc_hd__nand2_1	2
sky130_fd_sc_hd__buf_4	3
sky130_fd_sc_hd__xnor2_2	2
sky130_fd_sc_hd__clkdlybuf4s50_1	5
sky130_fd_sc_hd__xnor2_1	8
sky130_fd_sc_hd__o22ai_4	1
sky130_fd_sc_hd__clkbuf_2	2
sky130_fd_sc_hd__dlygate4sd2_1	12
[layer usage]
| metal | vias to the layer above | wire length, um | track usage |
|---|---|---|---|
| li1 | 100 | - | - |
| met1 | 89 | 228 | 0.0165 |
| met2 | 11 | 362 | 0.0401 |
| met3 | 0 | 148 | 0.0170 |
| met4 | 0 | 0 | 0 |
| met5 | - | 0 | 0 |
[report_power, final]
part	switching (mW)	internal [mW]
logic	0.0240	0.0421
registers	0	0
clock network	0	0
total	0.0240	0.0421
[layout make-up]
class                      instances  area share
multi-input combinational         16       0.382
tap                               46       0.145
timing repair buffer              22       0.473
[through the flow]
step           instances  setup TNS [ns]  setup WS, ns  instance area [sq um]
4_1_cts               84               0        0.0355                    397
2_1_floorplan         17               0         0.744                    130
6_report              84               0         0.122                    397
3_3_place_gp          81          -0.728        -0.269                    370
5_1_grt               84               0        0.0538                    397
3_5_place_dp          81          -0.780        -0.293                    370
[worst min-delay path, delay by kind of cell]
family,cells,cell delay [ns]
and+or+nand+nor,1,0.12
xor gates and xnor gates,1,0.08
AOI/OAI and AO/OA,1,0.08
buffers and inverters,2,0.33
[what timing repair did]
action / 4_1_cts / 5_1_grt
endpoints found under the setup margin: 3 / 2
gates resized: 17 / 5
pin swaps: 13 / 1
setup buffers: 3 / 0
[kinds of logic (layout without fill, tap and decap cells)]
family / Yosys count / count (layout) / share of synthesized area
compound gates: 2 / 2 / 0.115
xor+xnor: 10 / 10 / 0.673
buf+inv: 1 / 22 / 0.0577
simple gates: 4 / 4 / 0.154
Power and IR drop assume default switching activity.
